==> design/flow/design.v <==
module RX_FSM #( parameter PRESCALE_WIDTH = 'd6 )
(
  input                         RX_IN, PAR_EN, 
  input [PRESCALE_WIDTH - 1:0]  edge_cnt,
  input [PRESCALE_WIDTH - 1:0]  Prescale,
  input [3:0]                   bit_cnt,
  input                         par_err, strt_glitch, stp_err,
  input                         CLK, RST,
  output  reg                   par_chk_en, strt_chk_en, stp_chk_en, 
                                enable, deser_en, dat_samp_en,
  output  reg                   data_valid                          
  );
  localparam  IDLE  = 3'b000,
              START = 3'b001,
              DATA  = 3'b011,
              PAR   = 3'b010,
              STOP  = 3'b110;
  reg [2:0]   current_state,
              next_state;
  wire    [PRESCALE_WIDTH - 2:0]   mid_point;
  assign mid_point = {1'b0, Prescale[PRESCALE_WIDTH - 1:1]};
  always @(posedge CLK or negedge RST)
    begin
      if (!RST)
        begin
          current_state <= IDLE ;
        end
      else
        begin
          current_state <= next_state ;
        end
    end
  always @(*)
    begin
      case(current_state)
        IDLE    : begin
                   strt_chk_en = 'b0;
                   par_chk_en = 'b0;
                   stp_chk_en = 'b0;
                   deser_en = 'b0;
                   data_valid = 'b0;
                   if (!RX_IN)
                     begin
                       next_state = START;
                       enable = 'b1;
                       dat_samp_en = 'b1;
                     end
                   else
                     begin
                       next_state = IDLE;
                       enable = 'b0;
                       dat_samp_en = 'b0;
                     end
                  end
        START   : begin
                   par_chk_en = 'b0;
                   stp_chk_en = 'b0;
                   deser_en = 'b0;
                   data_valid = 'b0;
                   enable = 'b1;
                   dat_samp_en = 'b1;
                   if (edge_cnt == mid_point + 1'b1)
                     begin
                       strt_chk_en = 'b1;
                     end
                   else
                     begin
                       strt_chk_en = 'b0;
                     end
                   if (strt_glitch && (edge_cnt == mid_point + 2'd2))
                     begin
                       next_state = IDLE;
                     end
                   else if (bit_cnt == 'd1)
                     begin
                       next_state = DATA;
                     end
                   else
                     begin
                       next_state = START;
                     end
                  end
        DATA    : begin
                   strt_chk_en = 'b0;
                   par_chk_en = 'b0;
                   stp_chk_en = 'b0;
                   data_valid = 'b0;
                   enable = 'b1;
                   dat_samp_en = 'b1;
                   if (edge_cnt == mid_point + 1'b1)
                     begin
                       deser_en = 'b1;
                     end
                   else
                     begin
                       deser_en = 'b0;
                     end
                   if (bit_cnt == 'd9)
                     begin
                       next_state = (PAR_EN) ? PAR : STOP;
                     end
                   else
                     begin
                       next_state = DATA;
                     end
                  end
        PAR     : begin
                   strt_chk_en = 'b0;
                   stp_chk_en = 'b0;
                   deser_en = 'b0;
                   data_valid = 'b0;
                   enable = 'b1;
                   dat_samp_en = 'b1;
                   if (edge_cnt == mid_point + 1'b1)
                     begin
                       par_chk_en = 'b1;
                     end
                   else
                     begin
                       par_chk_en = 'b0;
                     end
                   if (bit_cnt == 'd10)
                     begin
                       next_state = STOP;
                     end
                   else
                     begin
                       next_state = PAR;
                     end
                  end
        STOP    : begin
                   par_chk_en = 'b0;
                   deser_en = 'b0;
                   strt_chk_en = 'b0;
                   if (edge_cnt == mid_point + 1'b1)
                     begin
                       stp_chk_en = 'b1;
                     end
                   else
                     begin
                       stp_chk_en = 'b0;
                     end
                   if (edge_cnt == mid_point + 2'd2)
                     begin
                       data_valid = ~(par_err | stp_err);
                     end
                   else
                     begin
                       data_valid = 'b0;
                     end
                   if (edge_cnt == Prescale - 1'b1)
                     begin
                       next_state = IDLE;
                       enable = 'b0;
                       dat_samp_en = 'b0;
                     end
                   else
                     begin
                       next_state = STOP;
                       enable = 'b1;
                       dat_samp_en = 'b1;
                    end
                  end
        default : begin
                   par_chk_en = 'b0;
                   strt_chk_en = 'b0;
                   stp_chk_en = 'b0;
                   enable = 'b0;
                   deser_en = 'b0;
                   dat_samp_en = 'b0;
                   data_valid = 'b0;
                   next_state = IDLE;
                  end
      endcase
    end
endmodule
module UART_RX #( parameter PRESCALE_WIDTH = 'd6 )
(
  input    [PRESCALE_WIDTH - 1:0] Prescale,
  input                           RX_IN, PAR_EN, PAR_TYP,
  input                           CLK, RST,
  output   [7:0]                  P_DATA,
  output                          data_valid
  );
  wire [PRESCALE_WIDTH - 1:0] edge_cnt;
  wire [3:0]                  bit_cnt;
  wire                        par_err, strt_glitch, stp_err,
                              par_chk_en, strt_chk_en, stp_chk_en, 
                              enable, deser_en, dat_samp_en;
  wire                        sampled_bit;
  RX_FSM #(.PRESCALE_WIDTH(PRESCALE_WIDTH)) U0
  (
    .RX_IN(RX_IN), 
    .PAR_EN(PAR_EN), 
    .edge_cnt(edge_cnt),
    .Prescale(Prescale),
    .bit_cnt(bit_cnt),
    .par_err(par_err), 
    .strt_glitch(strt_glitch), 
    .stp_err(stp_err),
    .CLK(CLK), 
    .RST(RST),
    .par_chk_en(par_chk_en), 
    .strt_chk_en(strt_chk_en), 
    .stp_chk_en(stp_chk_en), 
    .enable(enable), 
    .deser_en(deser_en), 
    .dat_samp_en(dat_samp_en),
    .data_valid(data_valid)                          
    );
  edge_bit_counter #(.PRESCALE_WIDTH(PRESCALE_WIDTH)) U1
  (
    .enable(enable),
    .Prescale(Prescale),
    .CLK(CLK), 
    .RST(RST),
    .edge_cnt(edge_cnt),
    .bit_cnt(bit_cnt)
    );
  strt_check U2
  (
    .strt_chk_en(strt_chk_en), 
    .sampled_bit(sampled_bit),
    .CLK(CLK), 
    .RST(RST),
    .strt_glitch(strt_glitch)
    );
  parity_check U3 
  (
    .PAR_TYP(PAR_TYP), 
    .par_chk_en(par_chk_en), 
    .sampled_bit(sampled_bit),
    .P_DATA(P_DATA),
    .CLK(CLK), 
    .RST(RST),
    .par_err(par_err)
    );
  stop_check U4
  (
    .stp_chk_en(stp_chk_en), 
    .sampled_bit(sampled_bit),
    .CLK(CLK), 
    .RST(RST),
    .stp_err(stp_err)
    );
  deserializer U5 
  (
    .sampled_bit(sampled_bit), 
    .deser_en(deser_en),
    .CLK(CLK), 
    .RST(RST),
    .P_DATA(P_DATA)
    );
  data_sampling #(.PRESCALE_WIDTH(PRESCALE_WIDTH)) U6
  (
    .RX_IN(RX_IN), 
    .dat_samp_en(dat_samp_en),
    .CLK(CLK), 
    .RST(RST),
    .Prescale(Prescale),
    .edge_cnt(edge_cnt),
    .sampled_bit(sampled_bit)
    );
endmodule
module data_sampling #( parameter PRESCALE_WIDTH = 'd6 )  
(
  input                              RX_IN, dat_samp_en,
  input                              CLK, RST,
  input     [PRESCALE_WIDTH - 1:0]   Prescale,
  input     [PRESCALE_WIDTH - 1:0]   edge_cnt,
  output                             sampled_bit
  );
  wire      [PRESCALE_WIDTH - 2:0]   mid_point;
  reg                                S1, S2, S3;
  always @(posedge CLK or negedge RST)
    begin
      if (!RST)
        begin
          S1 <= 1'b0;
          S2 <= 1'b0;
          S3 <= 1'b0;
        end
      else if (dat_samp_en && edge_cnt == mid_point - 1'b1)
        begin
          S1 <= RX_IN;
        end
      else if (dat_samp_en && edge_cnt == mid_point)
        begin
          S2 <= RX_IN;
        end
      else if (dat_samp_en && edge_cnt == mid_point + 1'b1)
        begin
          S3 <= RX_IN;
        end
    end
  assign mid_point = {1'b0, Prescale[PRESCALE_WIDTH - 1:1]};
  assign sampled_bit = (S1 & S2) | (S2 & S3) | (S1 & S3);  
endmodule
module deserializer (
  input            sampled_bit, deser_en,
  input            CLK, RST,
  output reg [7:0] P_DATA
  );
  always @(posedge CLK or negedge RST)
    begin
      if (!RST)
        begin
          P_DATA <= 8'b0;
        end
      else if (deser_en)
        begin
          P_DATA <= {sampled_bit, P_DATA[7:1]};
        end
    end
endmodule
module edge_bit_counter #( parameter PRESCALE_WIDTH = 'd6 )  
(
  input                              enable, 
  input      [PRESCALE_WIDTH - 1:0]  Prescale,
  input                              CLK, RST,
  output reg [PRESCALE_WIDTH - 1:0]  edge_cnt,
  output reg [3:0]                   bit_cnt
  );
  wire                               edge_done;
  always @(posedge CLK or negedge RST)
    begin
      if (!RST)
        begin
          edge_cnt <= 'b0;
          bit_cnt <= 'b0;
        end
      else if (enable && edge_done)
        begin
          edge_cnt <= 'b0;
          bit_cnt <= bit_cnt + 1'b1;
        end
      else if (enable)
        begin
          edge_cnt <= edge_cnt + 1'b1;
        end
      else
        begin
          edge_cnt <= 'b0;
          bit_cnt <= 'b0;
        end
    end
  assign edge_done = (edge_cnt == Prescale - 1'b1);
endmodule
module parity_check (
  input       PAR_TYP, par_chk_en, sampled_bit,
  input [7:0] P_DATA,
  input       CLK, RST,
  output reg  par_err
  );
  wire        expec_par;
  always @(posedge CLK or negedge RST)
    begin
      if (!RST)
        begin
          par_err <= 1'b0;
        end
      else if (par_chk_en)
        begin
          par_err <= expec_par ^ sampled_bit;
        end
    end
  assign expec_par = (PAR_TYP) ? ~^(P_DATA) : ^(P_DATA);
endmodule
module stop_check (
  input       stp_chk_en, sampled_bit,
  input       CLK, RST,
  output reg  stp_err
  );
  always @(posedge CLK or negedge RST)
    begin
      if (!RST)
        begin
          stp_err <= 1'b0;
        end
      else if (stp_chk_en)
        begin
          stp_err <= ~sampled_bit;
        end
    end
endmodule
module strt_check (
  input       strt_chk_en, sampled_bit,
  input       CLK, RST,
  output reg  strt_glitch
  );
  always @(posedge CLK or negedge RST)
    begin
      if (!RST)
        begin
          strt_glitch <= 1'b0;
        end
      else if (strt_chk_en)
        begin
          strt_glitch <= sampled_bit;
        end
    end
endmodule
==> design/flow/run.sh <==
#!/bin/bash
# OpenROAD 26Q1-2900-gdf79404cd8, Yosys 0.63+post, stock flow scripts
make -C /OpenROAD-flow-scripts/flow DESIGN_CONFIG=/design/flow/config.mk WORK_HOME=/design/flow/orfs finish
==> design/flow/config.mk <==
export PLATFORM = sky130hd
export DESIGN_NAME = UART_RX
export DESIGN_NICKNAME = UART_RX
export VERILOG_FILES = /design/flow/design.v
export SDC_FILE = /design/flow/constraint.sdc
export NUM_CORES = 4
export LEC_CHECK = 1
export CORE_AREA = 10 10 111 111
export DIE_AREA = 0 0 121 121
==> design/flow/constraint.sdc <==
current_design UART_RX

set clk_period 2.9
set clk_io_pct 0.2

create_clock -name clk0 -period $clk_period [get_ports {CLK}]

set non_clock_inputs [all_inputs -no_clocks]
set_input_delay [expr $clk_period * $clk_io_pct] -clock clk0 $non_clock_inputs
set_output_delay [expr $clk_period * $clk_io_pct] -clock clk0 [all_outputs]
==> flow_metrics.env <==
# physical design summary
export IMPL_outcome="completed"
export IMPL_yosys_cells=204
export IMPL_die_area_mm2=0.0146
export IMPL_wl_um=4250
export IMPL_r2r_start="U1.edge_cnt[3]"
export IMPL_synth_seq_share_pct=35.7
export IMPL_clockRootBuffer="clkbuf_8"
export IMPL_p_sw_share_pct=38.2
export IMPL_whs_ns=0.515
export IMPL_cp_cell_sequence="dlygate4sd2_1 -> ha_2 -> o21ba_2 -> a221oi_4 -> o2111ai_2 -> nor4_2 -> dlygate4sd2_1"
export IMPL_yosysTopAreaCell="dfrtp_1"
export IMPL_gr_total_overflow=0
export IMPL_hold_class="reg2reg"
export IMPL_die_h_um=121
export IMPL_grt_max_degree=30
export IMPL_async_reset_ff_share_pct=100
export IMPL_netlist_instances=204
export IMPL_stdcell_area_mm2=0.00263
export IMPL_comb_area_mm2=0.00123
export IMPL_ys_sh_xor_pct=14.2
export IMPL_ios=20
export IMPL_ys_types=53
export IMPL_crit_start="Prescale[3]"
export IMPL_rsz0062_at_grt="no"
export IMPL_holdBufCountCts=0
export IMPL_cts_buffers=5
export IMPL_p_sw_uw=685
export IMPL_synth_top_cell_area_share_pct=34.4
export IMPL_topCombFamilyByArea="simple AND/OR/NAND/NOR gates"
export IMPL_warnings=31
export IMPL_synth_area_mm2=0.00203
export IMPL_synth_edff_count=0
export IMPL_regToRegSetupSlack_ns=0.77
export IMPL_synthTopCellsByArea="dfrtp_1 34%, xnor2_1 9.9%, ha_1 6.8%, mux2_2 6.1%, xor2_1 4.3%"
export IMPL_drt_pass1_iter_count=4
export IMPL_seq_area_um2=727
export IMPL_die_width_um=121
export IMPL_reg2reg_to="U5.P_DATA[7]"
export IMPL_slew_violations=0
export IMPL_port_buffers=19
export IMPL_postSynthAreaPerCell_um2=9.97
export IMPL_ys_ff=29
export IMPL_clkPwrFrac_pct=17.5
export IMPL_grt_antenna_before_repair=0
export IMPL_powerDensity_mw_per_mm2=683
export IMPL_grt_pass1_wl_um=7310
export IMPL_path_max_fanout=5
export IMPL_cp_required_ns=2.32
export IMPL_mux_share_pct=7.07
export IMPL_crit_path_end="data_valid"
export IMPL_drc=0
export IMPL_seq_power_share_pct=38.0
export IMPL_cts_max_level=2
export IMPL_ys_warn_count=7
export IMPL_dp_cells=372
export IMPL_layout_top_cell="dfrtp_1"
export IMPL_p_int_uw=1110
export IMPL_drv_cap=0
export IMPL_yosys_area_mm2=0.00203
export IMPL_cpMostUsedCell="dlygate4sd2_1"
export IMPL_vias=1593
export IMPL_ir_drop_mv=0.231
export IMPL_timing_fmax_mhz=364
export IMPL_routedWlPerCell_um=11.2
export IMPL_arrival_ns=2.17
export IMPL_drt_vias_per_instance=4.18
export IMPL_routabilityCongestion=0.845
export IMPL_clock_latency_ns=0.28
export IMPL_maxSlewHeadroom_pct=66.7
export IMPL_finalPower_uw=1790
export IMPL_dr_first_iter_drc_count=84
export IMPL_p_leak_uw=0.00116
export IMPL_ys_flop_type="dfrtp_1"
export IMPL_fp_util_pct=20.6
export IMPL_max_stage_delay_ns=0.28
export IMPL_track_usage_pct=5.95
export IMPL_grt_pass1_vias=1568
export IMPL_cts_sinks=29
export IMPL_rows=36
export IMPL_core_area_mm2=0.00986
export IMPL_synthAoiAreaFrac_pct=14.3
export IMPL_cp_start_kind="input pin"
export IMPL_num_antenna_cells=0
export IMPL_dp_hpwl_um=3300
export IMPL_ys_sh_simple_pct=16.2
export IMPL_hold_viol=0
export IMPL_drive_gt1_share_pct=23.4
export IMPL_synthToLayoutAreaGrowth_pct=29.2
export IMPL_setup_worst_path_class="in2out"
export IMPL_reg2regPathDepth=7
export IMPL_cpMaxStageDelayCell="dlygate4sd2_1"
export IMPL_postPlaceCellArea_mm2=0.00252
export IMPL_pwr_share_comb_pct=44.4
export IMPL_synthAdderAreaFrac_pct=7.26
export IMPL_worst_clock_skew_ns=0.00470
export IMPL_finalSetupViolCount=0
export IMPL_stdcell_count=381
export IMPL_cp_end_kind="output port"
export IMPL_lay_top_cells="28 x dfrtp_1, 25 x buf_4, 23 x xnor2_1"
export IMPL_fillerInstances=1020
export IMPL_cts_tree="done"
export IMPL_antenna_left=0
export IMPL_clk_path_buf_depth=2
export IMPL_tightest_slew_ns=0.495
export IMPL_min_period_ns=2.75
export IMPL_fin_crit_sh_pct=94.8
export IMPL_clkSlewWorstSetupHoldPaths_ns=0.06
## sequential cells by signal, summed over array words and instances (netlist names)
name / count
U6.S3: 1
U6.S2: 1
U5.P_DATA: 8
U2.strt_glitch: 1
U1.bit_cnt: 4
U1.edge_cnt: 6
U0.current_state: 5
U3.par_err: 1
U4.stp_err: 1
U6.S1: 1
## area by class of cell
cell class              count  share of cell area (%)
clock buffers               6                    2.76
inverters                  14                    2.00
flip-flops and latches     29                    27.7
well taps                 133                    6.33
clock inverters             2                   0.381
multi-input cells         153                    46.7
repair buffers             44                    14.1
## repair_timing
item	4_1_cts	5_1_grt
gates cloned	0	0
buffers inserted	1	0
setup endpoints to repair	1	1
gates resized	8	1
pin swaps	3	2
## worst min path at each step
| stage | startpoint | slack [ns] | to | depth (start not counted) |
|---|---|---|---|---|
| 4_1_cts | U6.S3 | 0.52 | U6.S3 | 1 |
| 5_1_grt | U6.S1 | 0.54 | U6.S1 | 1 |
| 6_report | U6.S2 | 0.52 | U6.S2 | 1 |
## Yosys cell counts, types with 2 or more instances
master    count
mux2i_1       2
o21ai_0       8
nor4_1        2
a21oi_1       6
xor2_1       10
nand2b_1      4
xnor2_1      23
nor2_1       15
nor2b_1       4
mux2_2       11
buf_6         2
nand2_1       4
buf_2         4
dfrtp_1      28
ha_1         11
inv_1        14
nand4_1       3
nand3_1       6
nand3b_1      3
or4_1         3
nor3_1        3
nor3b_1       2
o221ai_1      3
and3_1        3
a21boi_0      2
## power groups by stage
| stage | Sequential, µW | Clock [µW] | Combinational, µW |
|---|---|---|---|
| 4_1_cts | 681 | 324 | 796 |
| 5_1_grt | 705 | 344 | 901 |
| 6_report | 683 | 314 | 797 |
## worst max-delay path, delay by kind of cell
family	cells	cell delay, ns
and+or+nand+nor	1	0.18
adders and majority gates	1	0.22
AOI/OAI and AO/OA	3	0.67
buffers and inverters	2	0.52
## per-layer routing
layer / GRT usage, % / vias up / share of wire [%] / wire [µm]
met5: 0 / - / 0 / 0
li1: - / 809 / - / -
met1: 8.26 / 759 / 50 / 2140
met3: 2.03 / 0 / 5.6 / 239
met2: 9.08 / 25 / 44 / 1870
met4: 0.603 / 0 / 0 / 0
## stage by stage
| step | setup TNS (ns) | worst slack (ns) | util (%) |
|---|---|---|---|
| 3_5_place_dp | -1.33 | -0.553 | 25.5 |
| 2_1_floorplan | 0 | 0.541 | - |
| 5_1_grt | 0 | 0.0162 | 26.6 |
| 4_1_cts | 0 | 0.0154 | 26.5 |
| 6_report | 0 | 0.150 | 26.6 |
| 3_3_place_gp | -1.11 | -0.496 | 25.5 |
## logic make-up (layout without fill, tap and decap cells)
logic type | after synthesis | in the layout
AND/OR/NAND/NOR | 58 | 58
AND-OR/OR-AND | 37 | 37
XOR/XNOR | 33 | 33
flip-flops | 29 | 29
buffers and inverters | 22 | 66
multiplexers | 13 | 13
adder cells (fa/ha/maj) | 12 | 12
Power is estimated from default activity; no workload was simulated.
